===== design/flow/run.sh =====
#!/bin/bash
# OpenROAD 26Q1-2900-gdf79404cd8, Yosys 0.63+post, stock flow scripts
make -C /OpenROAD-flow-scripts/flow DESIGN_CONFIG=/design/flow/config.mk WORK_HOME=/design/flow/orfs finish

===== design/flow/config.mk =====
export PLATFORM = sky130hd
export DESIGN_NAME = SignGenerator
export DESIGN_NICKNAME = SignGenerator
export VERILOG_FILES = /design/flow/design.v
export SDC_FILE = /design/flow/constraint.sdc
export NUM_CORES = 4
export LEC_CHECK = 1
export CORE_UTILIZATION = 30

===== design/flow/constraint.sdc =====
current_design SignGenerator

set clk_period 7.9
set clk_io_pct 0.2

create_clock -name clk0 -period $clk_period [get_ports {Clk}]

set non_clock_inputs [all_inputs -no_clocks]
set_input_delay [expr $clk_period * $clk_io_pct] -clock clk0 $non_clock_inputs
set_output_delay [expr $clk_period * $clk_io_pct] -clock clk0 [all_outputs]

===== design/flow/design.v =====
`timescale 1ns / 1ps
module ALU(
    input [15:0] X,
    input [15:0] Y,
    input Sign,
    output [15:0] Out
    );
wire [15:0] a;
wire [15:0] s;
wire [15:0] b;
wire [15:0] c;
assign s[0]=Sign;
assign s[1]=Sign;
assign s[2]=Sign;
assign s[3]=Sign;
assign s[4]=Sign;
assign s[5]=Sign;
assign s[6]=Sign;
assign s[7]=Sign;
assign s[8]=Sign;
assign s[9]=Sign;
assign s[10]=Sign;
assign s[11]=Sign;
assign s[12]=Sign;
assign s[13]=Sign;
assign s[14]=Sign;
assign s[15]=Sign;
assign a = s^Y;
assign b = a+X;
assign c[0] = Sign;
assign c[15:1] = 7'b000000000000000;
assign Out = c+b;
endmodule
`timescale 1ns / 1ps
module SignGenerator(
    input [7:0] theta,
	 input Clk,
	 input reset,
    output Sign
    );
wire [7:0] alpha [7:0];
assign alpha[0]=45;
assign alpha[1]=26;
assign alpha[2]=14;
assign alpha[3]=7;
assign alpha[4]=3;
assign alpha[5]=2;
assign alpha[6]=1;
assign alpha[7]=0;
reg [15:0] buffer;
reg [15:0] buffer1;
wire [15:0] buffer2;
reg [3:0] cnt;
reg sig;
ALU alu1(.X(buffer), .Y(buffer1) , .Sign(sig) , .Out(buffer2));
assign Sign=buffer2[15];
always @(posedge Clk) 
begin
	if (reset) begin
		buffer<=0;
		buffer[7:0]<=theta;
		buffer1<=0;
		cnt=0;
		sig=1;
	end
	else begin 
		buffer<=buffer2;
		buffer1<=0;
		buffer1[7:0]<= alpha[cnt];
		sig=~buffer2[15];
		cnt=cnt+1;
	end
end
endmodule

==> results.ini <==
[run_status]
run_status=completed

[timing]
max_slew_margin_pct=47.1
setup-violations-final=0
holdWs_ns=0.479
hold_viol_final=0
period_used_pct=57.9
finClkSkew_ns=0.00120
finalSetupTns_ns=0
timing.fmax_ghz=0.219
worst_margin_slew_ns=0.792
fin_ws_ns=3.33
final_period_minus_worst_setup_slack_ns=4.57
rsz_0062_raised_after_global_routing=false
final_max_slew_viol_count=0

[clock_tree]
root_buffer=sky130_fd_sc_hd__clkbuf_8
cts_max_level=1
clock-sinks=26
tritoncts=done
cts-hold-fix-buffers=0
cts_setup_buffers=0
ctsLongestPathBuffers=2
clk_transition_reported_paths_ns=0.09
post_cts_resize_count=0
clk-insertion-delay-late_ns=0.27
cts-buffers-inserted=3

[floorplanning]
std_cell_rows=26
die_h_um=77.0
boundaryPins=11
core-area_um2=5270
fp.dieArea_um2=5930
fp-utilization_pct=32.0
die_width_um=77.0

[cells_and_area]
most-common-layout-cells=26 x sky130_fd_sc_hd__dfxtp_1, 19 x sky130_fd_sc_hd__nand2_1, 19 x sky130_fd_sc_hd__ha_1, 18 x sky130_fd_sc_hd__nor2_1, 13 x sky130_fd_sc_hd__o21ai_0
regArea_um2=520
combinational_area_um2=1130
finalCoreUtilization_pct=36.6
final_common_cell=sky130_fd_sc_hd__dfxtp_1
finalNonFillerCells=266
num-fill-cells=537
design_area_um2=1930
syn_to_final_growth_pct=14.3
layout-drive-gt1-share_pct=9.18

[detailed_routing]
post_drt_wl_per_cell_um=11.2
drt-initial-drc-count=61
detail-route-antenna-nets=0
drc=0
vias_per_cell=4.77
routed_wire_length_um=2970
antenna-diode-count=0
vias=1270
drtPass1Iterations=4

[flow_run]
warnings=28
max_cap_violations=0

[global_routing]
grt_antenna_before_repair=0
grt_start_max_net_pins=38
grt_pass1_vias=1289
global_route_wire_length_before_repair_um=5560
grt_util_all_layers_pct=11.3
grt_overflow_total=0

[logic_synthesis]
synth_cell_type_count=46
synth-edff-count=0
synth-seq-area-share_pct=30.8
synth-cells-yosys=187
syn_avg_cell_area_um2=9.03
syn_area_um2=1690
asyncSetResetFlopFracSynth_pct=0
netlist_instances=187
ys_seq_elements=26
yosys.stat.chipArea_um2=1690
ys_warn_count=1
postSynth.topFlopCell=sky130_fd_sc_hd__dfxtp_1

[setup_path]
worst-r2r-setup-slack_ns=5.09
rr_worst_depth=7
start_kind=flip-flop
cp.required_ns=6.32
crit-reg2reg-capture=buffer[14]
timing_worst_setup_path_type=flip-flop to output port
crit_path_max_fanout=16
critPathCaptureType=output port
rr_startpoint=sig
cp.arrival_ns=2.99

[hold_path]
whs_endpoint=cnt[0]
min_delay_path_depth=1
min-delay-start=cnt[0]
worstHoldPathType=flip-flop to flip-flop

[placed_design]
gp_congestion=0.878
hpwlAfterDp_um=2240
dp_worst_setup_slack_ns=3.59
buffer_ports.inserted=10
placement.cell_area_um2=1860
place_inst=262

registers in the layout (all words and copies together) (netlist names):
register  flops
sig           1
buffer       16
buffer1       6
cnt           3
per-layer routing:
metal  vias up  GRT usage, %  wire (µm)
met4         0          1.51         29
met3         2         0.484         57
met5         -             0          0
met1       561          17.9       1640
met2        14          17.9       1250
li1        693             -          -
critical path, stage by stage (launching register included):
cell	delay (ns)
sky130_fd_sc_hd__dfxtp_1	0.84
sky130_fd_sc_hd__xor2_1	0.16
sky130_fd_sc_hd__ha_1	0.37
sky130_fd_sc_hd__a21oi_1	0.32
sky130_fd_sc_hd__o22ai_2	0.15
sky130_fd_sc_hd__nand3_1	0.12
sky130_fd_sc_hd__nand3_2	0.13
sky130_fd_sc_hd__xnor2_1	0.15
sky130_fd_sc_hd__clkdlybuf4s50_1	0.47
Yosys cell counts (2+ instances only):
master / count / area share, %
sky130_fd_sc_hd__xor2_1: 10 / 5.2
sky130_fd_sc_hd__xnor2_1: 9 / 4.7
sky130_fd_sc_hd__nand4_1: 3 / 1.1
sky130_fd_sc_hd__ha_1: 19 / 14
sky130_fd_sc_hd__o21ai_0: 13 / 3.9
sky130_fd_sc_hd__nor2b_1: 3 / 1.1
sky130_fd_sc_hd__inv_1: 4 / 0.89
sky130_fd_sc_hd__a221oi_2: 2 / 1.8
sky130_fd_sc_hd__and3_1: 2 / 0.74
sky130_fd_sc_hd__dfxtp_1: 26 / 31
sky130_fd_sc_hd__o21bai_1: 2 / 0.89
sky130_fd_sc_hd__nand2_1: 19 / 4.2
sky130_fd_sc_hd__nor2_1: 18 / 4.0
sky130_fd_sc_hd__a211oi_1: 3 / 1.3
sky130_fd_sc_hd__buf_2: 2 / 0.59
sky130_fd_sc_hd__and2_1: 2 / 0.74
sky130_fd_sc_hd__o21ai_1: 2 / 0.59
sky130_fd_sc_hd__nor3_1: 4 / 1.2
sky130_fd_sc_hd__a21oi_1: 11 / 3.3
sky130_fd_sc_hd__nand3_1: 3 / 0.89
sky130_fd_sc_hd__clkbuf_1: 3 / 0.67
sky130_fd_sc_hd__a21o_1: 3 / 1.3
area by class of cell:
cell class	count	share of cell area (%)
clock buffers	3	2.14
clock inverters	1	1.56
inverters	4	0.778
multi-input cells	151	58.4
flip-flops and latches	26	27.0
well taps	70	4.54
repair buffers	11	5.58
worst max-delay path by stage:
stage	startpoint	endpoint	slack (ns)	cells past startpoint
after CTS	sig	Sign	3.28	8
final	sig	Sign	3.33	8
after global routing	sig	Sign	3.08	8
kinds of logic after synthesis:
kind of cell    count (synthesis)  synth area share, %
buf+inv                        10                 2.37
mux                             5                 4.15
simple gates                   60                 17.0
xor+xnor                       19                 9.86
fa+ha+maj                      20                 15.3
flops                          26                 30.8
compound gates                 47                 20.5
