## flow/config.mk

```make
export PLATFORM = sky130hd
export DESIGN_NAME = Shifter
export DESIGN_NICKNAME = Shifter
export VERILOG_FILES = /design/flow/design.v
export SDC_FILE = /design/flow/constraint.sdc
export NUM_CORES = 4
export LEC_CHECK = 1
export CORE_AREA = 10 10 70 70
export DIE_AREA = 0 0 80 80
```

## flow/constraint.sdc

```tcl
current_design Shifter

set clk_period 2.6
set clk_io_pct 0.2

create_clock -name clk0 -period $clk_period

set non_clock_inputs [all_inputs -no_clocks]
set_input_delay [expr $clk_period * $clk_io_pct] -clock clk0 $non_clock_inputs
set_output_delay [expr $clk_period * $clk_io_pct] -clock clk0 [all_outputs]
```

## flow/design.v

```verilog
`timescale 1ns / 1ps
module Shifter(
    input [15:0] X,
	 input [3:0] bits,
    output [15:0] Z
    );
	assign Z = X >>> bits;
endmodule
```

## flow/run.sh

```bash
#!/bin/bash
# OpenROAD 26Q1-2900-gdf79404cd8, Yosys 0.63+post, stock flow scripts
make -C /OpenROAD-flow-scripts/flow DESIGN_CONFIG=/design/flow/config.mk WORK_HOME=/design/flow/orfs finish
```

==> results.tsv <==
stage	metric	value	unit
global_routing	initial antenna violation count	0	
cells_and_area	clkbuf count	0	
worst_setup_path	Worst setup EP type	output port	
power_and_ir_drop	Sw Ratio	41.1	%
yosys	Syn. warnings	0	
worst_setup_path	CP Launch Point	bits[3]	
yosys	Avg Cell Area, Syn	8.53	µm²
yosys	cell taking the most area after synthesis	mux2i_1	
yosys	Cell area leaders	mux2i_1 (22%), mux4_2 (18%), mux4_1 (7.2%), a21oi_1 (4.1%), nor2_1 (4.1%)	
global_routing	pin count of the biggest net entering global routing	14	
final_timing	relative slew slack	76.8	%
final_timing	final setup fails	0	
global_routing	total track usage	8.80	%
worst_setup_path	startpoint types	input port	
yosys	yosys cell count	86	
final_timing	fmax	395	MHz
final_timing	post-layout period usage	97.3	%
final_timing	RSZ-0062 raised after global routing	true	
cells_and_area	area grow syn2layout	87.0	%
routing	# DRC	0	
final_timing	crit path time final	2530	ps
routing	via/cell ratio	4.96	
power_and_ir_drop	clock network fraction of total power	0	%
yosys	post-synthesis cell count	86	
power_and_ir_drop	maximum vdd ir drop	60.9	µV
place	# port buffers	36	
routing	DR vias	933	
global_routing	GRT overflow	0	
yosys	Area leader share	21.8	%
die	Boundary Pins	36	
place	Final Wtd Congestion	0.838	
final_timing	worst slew pin tran	338	ps
run_status	outcome	completed	
worst_setup_path	Worst EP required	2080	ps
global_routing	first-pass GRT wire length	4720	µm
routing	Detail Route Antenna Nets	0	
place	Setup WS pre-CTS	-426	ps
die	die area	6400	µm²
routing	DRT Pass-1 Iters	4	
run	tool warnings	33	
die	FP Core Util	21.5	%
cells_and_area	logic area	728	µm²
min_path	hold wc startpoint	bits[1]	
die	die extent in x	80	µm
final_timing	Fin Hold WS	1710	ps
die	Die Y	80	µm
cells_and_area	Top Layout Cells	buf_4 (21), dlygate4sd2_1 (19), mux2i_1 (14)	
power_and_ir_drop	P_int	0.139	mW
routing	# diodes	0	
yosys	mapped cell area	733	µm²
die	core box area	3420	µm²
final_timing	count of final max-slew check failures	0	
min_path	Hold Path Class	in2out	
yosys	Seq share, synth	0	%
cells_and_area	Flop area	0	µm²
routing	initial drt markers	47	
cells_and_area	Fill cells	357	
cells_and_area	most numerous logic cell after layout	buf_4	
worst_setup_path	CP arrival	2010	ps
power_and_ir_drop	PwrDens	172	nW/µm²
power_and_ir_drop	Net Switching	0.0969	mW
cells_and_area	flip-flops	0	
yosys	YS chip area	733	µm²
die	row cnt	21	
global_routing	vias in the first global route	991	
worst_setup_path	CP Max Fanout	13	
routing	DR WL/cell	15.6	µm
run	max cap viols	0	
final_timing	endpoints failing hold	0	
final_timing	setup ws final	71.0	ps
power_and_ir_drop	Leak	0.635	nW
power_and_ir_drop	Comb power frac	100.0	%
routing	Post-Route WL	2940	µm
worst_setup_path	critical path class	in2out	
clocking	cts hold-fix bufs	0	
cells_and_area	layout cells sized above 1	40.1	%
power_and_ir_drop	Flop pwr share	0	%
place	post-DP HPWL	2280	µm
yosys	Synth cell types	33	
-- Yosys cell counts --
master     instances
nor2_1             8
nor4_1             2
o21ai_1            5
nand2_1            7
and2_1             1
o211ai_1           1
mux2_1             2
nor3b_2            1
nor2b_1            1
nor3b_1            1
buf_2              5
o2111ai_1          1
buf_4              1
a32oi_1            1
a211o_1            1
inv_2              1
mux4_1             2
buf_8              1
o22ai_1            1
a21oi_1            6
nand3b_1           1
mux2_2             2
mux4_2             6
o22a_1             1
a31oi_1            1
nand2b_1           4
buf_1              1
mux2i_1           16
a211oi_1           1
or3_1              1
o21a_1             1
buf_6              1
o311ai_1           1
-- layout make-up --
cell class / instances / share of cell area (%)
multi-input cells: 76 / 53.1
well taps: 46 / 4.20
inverters: 1 / 0.274
repair buffers: 65 / 42.4
-- logic make-up (layout without fill, tap and decap cells) --
kind of cell / Yosys count / after routing / share of synthesized area [%]
AND-OR/OR-AND: 21 / 21 / 18.3
buffers and inverters: 10 / 66 / 9.04
multiplexers: 28 / 28 / 53.6
AND/OR/NAND/NOR: 27 / 27 / 19.1
-- per-layer routing --
layer | part of all wire, % | up-vias | track usage, %
met3 | 6.1 | 3 | 1.14
met5 | 0 | - | 0
met2 | 51 | 33 | 16.5
li1 | - | 452 | -
met4 | 0.48 | 0 | 0.176
met1 | 42 | 445 | 10.9
-- path summary, 6_finish.rpt --
check   end  slack [ps]  cells past startpoint
max    Z[7]          70                      7
min    Z[0]        1710                      4
-- metrics by stage --
step / setup TNS [ps] / power, mW / utilization [%] / cells / instance area [µm²]
final: 0 / 0.236 / 40.1 / 188 / 1370
after detailed placement: -4690 / 0.220 / 36.0 / 178 / 1230
after global routing: -34.3 / 0.256 / 40.1 / 188 / 1370
after CTS: 0 / 0.224 / 37.9 / 187 / 1300
after floorplan: 0 / 0.104 / - / 86 / 733
after global placement: -4810 / 0.219 / 36.0 / 178 / 1230
-- what timing repair did --
| item | in CTS | in global routing |
|---|---|---|
| resized | 34 | 26 |
| setup endpoints to repair | 16 | 14 |
| setup buffers | 7 | 1 |
| gates cloned | 2 | 0 |
| pin swaps | 3 | 3 |
-- power by group through the flow --
stage	clock network, mW	registers, mW	logic, mW
after CTS	0	0	0.224
after global routing	0	0	0.256
final	0	0	0.236
-- worst max-delay path, cell delays in order --
cell and delay, ps:
dlygate4sd2_1 260, buf_4 170, buf_6 160, o22a_1 200
o21ai_2 110, o21a_1 120, clkdlybuf4s50_1 470
Power and IR drop assume default switching activity.
